[flow/run.sh]
#!/bin/bash
# OpenROAD 26Q1-2900-gdf79404cd8, Yosys 0.63+post, stock flow scripts
make -C /OpenROAD-flow-scripts/flow DESIGN_CONFIG=/design/flow/config.mk WORK_HOME=/design/flow/orfs finish
[flow/config.mk]
export PLATFORM = sky130hd
export DESIGN_NAME = Mux4in16b
export DESIGN_NICKNAME = Mux4in16b
export VERILOG_FILES = /design/flow/design.v
export SDC_FILE = /design/flow/constraint.sdc
export NUM_CORES = 4
export LEC_CHECK = 1
export CORE_AREA = 10 10 82 82
export DIE_AREA = 0 0 92 92
[flow/constraint.sdc]
current_design Mux4in16b

set clk_period 1.0
set clk_io_pct 0.2

create_clock -name clk0 -period $clk_period [get_ports {clock}]

set non_clock_inputs [all_inputs -no_clocks]
set_input_delay [expr $clk_period * $clk_io_pct] -clock clk0 $non_clock_inputs
set_output_delay [expr $clk_period * $clk_io_pct] -clock clk0 [all_outputs]
[flow/design.v]
`timescale 1ns / 1ps
module Mux4in16b(
   input [15:0] in1,
    input [15:0] in2,
	 input [15:0] in3,
    input [15:0] in4,
    input [1:0] control,
    input clock,
    output reg [15:0] out
    );
always @ (posedge clock)
begin
	case(control)
		0:out = in1;
		1:out = in2;
		2:out = in3;
		3:out = in4;
	endcase
end
endmodule
==> job_summary.md <==
### Yosys + OpenROAD results

| Metric | Value |
|---|---|
| Min cycle time layout | `0.968 ns` |
| Hold_ws | `0.504 ns` |
| Final Cycle Share | `96.8%` |
| Max stage delay on crit path | `0.29 ns` |
| Max reg flops | `16` |
| Initial DRC Count | `16` |
| Die X | `~92 um` |
| Top logic family | `multiplexers` |
| Buf/Inv on CP | `1` |
| Clock buffer depth | `2` |
| First-pass GRT wire length | `4530 um` |
| GPL Wtd Cong | `0.764` |
| Async set-or-reset flop fraction in the synthesized netlist | `0%` |
| Hold WC Path Type | `input port to flip-flop` |
| Synth Seq Share | `43.0%` |
| RSZ-0062 raised after global routing | `false` |
| Initial antenna violation count | `0` |
| Cell breakdown of the critical path | `dlygate4sd2_1` |
| Root Buffer Master | `clkbuf_8` |
| Hold path depth | `3` |
| Post-CTS setup repair buffer count | `0` |
| Commonest flop | `dfxtp_1` |
| Lkg Pwr | `0.000649 uW` |
| Worst setup path class | `flip-flop to output pin` |
| Final Util | `between 30% and 40%` |
| Hold-fix buffers, CTS | `0` |
| Buffers on Ports | `82` |
| DRC | `0` |
| Top cells by area | `dfxtp_1 (43%), mux4_2 (30%), mux4_1 (21%)` |
| Fin Setup TNS | `0 ns` |
| Commonest cells in the netlist | `dfxtp_1 (16), mux4_2 (10), mux4_1 (6), buf_2 (2)` |
| Slowest-stage cell, CP | `dfxtp_1` |
| Tally of filler cells in the layout | `516` |
| CP required | `0.80 ns` |
| Routing usage on met1 | `7.85%` |
| GRT busiest layer | `met2` |
| Core ar. | `0.00507 sq mm` |
| Area growth syn-to-layout | `130%` |
| Pre-antenna DRT Iters | `2` |
| Complex Gates by Area | `0%` |
| IR drop worst, VDD | `0.000366 V` |
| Post-synthesis cell count | `36` |
| CP Capture Type | `output pin` |
| Yosys simple share | `0%` |
| Final tally of hold violations | `0` |
| Post-DR vias/cell | `3.60` |
| Worst-margin pin slew | `0.146 ns` |
| Final number of max-transition violations | `0` |
| Status | `completed` |
| Die height | `92 um` |
| Arrival @ worst endpoint | `0.77 ns` |
| Crit start category | `flip-flop` |
| # Cells Yosys | `36` |
| Count of final setup violators | `0` |
| Yosys stat area | `744 sq um` |
| Clock slew at reported path FFs | `0.06 ns` |
| Largest net degree at the start of global routing | `9` |
| WL final | `2920 um` |
| Netlist Area Pre-Place | `744 sq um` |
| Site row count | `26` |
| Mean routed wirelength per cell | `between 15 and 20 um` |
| Xor+xnor area frac | `0%` |
| Core Util at FP | `between 10% and 20%` |
| Distinct lib cells | `6` |
| H-tree levels | `1` |
| Max-area cell share | `a little over two fifths` |
| Placed insts | `187` |
| Pwr/cell area | `989 mW/mm^2` |
| Post-layout total power | `between 1500 and 2000 uW` |
| Total grt overflow | `0` |
| Synthesis Warnings | `1` |
| Most common cell in the synthesized netlist | `dfxtp_1` |
| Number of diodes | `0` |
| Top delay family on crit path | `flip-flops` |
| Number of enable flip-flop cells | `0` |
| Fraction of layout cells with a size suffix above 1 | `18.2%` |
| Grt met2 use | `11.4%` |
| Post-route non-filler standard cell count | `between 150 and 200` |
| Number of global-route vias before repair | `882` |
| CTS tree | `done` |
| Total tool warning count | `26` |
| MUX share of area | `51.4%` |
| Max cap viols | `0` |
| Mean Syn Cell Area | `20.7 sq um` |
| Leading area contributor after synthesis | `dfxtp_1` |
| Min-delay src | `control[0]` |
| Vias | `688` |
| Total CTS buffers | `3` |
| Adder share | `0%` |
| Met3 usage in global routing | `4.20%` |
| Detail Route Antenna Nets | `0` |
| Chip Area | `0.00846 sq mm` |
| Boundary Pins | `83` |
| GR Util All Layers | `6.91%` |
| Max Clock Freq | `1030 MHz` |
| Rel. slew slack | `90.4%` |
| Hold Crit Endpoint | `out[1]` |
| Flops & latches, synth | `16` |
| Clk sink count | `16` |
| Critical path fanouts, max | `1` |
layer usage:
| metal | wire [um] | vias to the layer above |
|---|---|---|
| li1 | - | 327 |
| met1 | 1130 | 311 |
| met2 | 1370 | 50 |
| met3 | 417 | 0 |
| met4 | 0 | 0 |
| met5 | 0 | - |
area by class of cell:
type                       instances  area [sq um]  area share [%]
multi-input combinational         16           379            22.2
sequential                        16           324            18.9
timing repair buffer              86           878            51.4
tap                               70          87.6            5.12
clock buffer                       3          41.3            2.41
power breakdown:
group          switching [uW]  leakage, uW  internal (uW)  total [uW]
Sequential               15.5     0.000135            709         725
Combinational            93.1     0.000493            413         506
Clock                     194    0.0000216            266         460
Total                     303     0.000649           1390        1690
what timing repair did:
| item | CTS | global route |
|---|---|---|
| gates resized | 28 | 12 |
| cloned | 1 | 0 |
| setup endpoints to repair | 32 | 10 |
metrics by stage:
step,cell area (sq um),setup WS [ns]
2_1_floorplan,753,-0.0404
3_3_place_gp,1650,-0.576
3_5_place_dp,1650,-0.589
4_1_cts,1700,0.00355
5_1_grt,1710,0.00149
6_report,1710,0.0325
worst max-delay path by stage:
stage | startpoint | to | slack [ns] | cells after the start
final | out[0] | out[0] | 0.03 | 1
after CTS | out[12] | out[12] | 0.004 | 1
after global routing | out[2] | out[2] | 0.001 | 1
placed cells by master (no fill, tap or decap):
cell,n
dfxtp_1,13
buf_6,2
mux4_1,5
dlygate4sd2_1,6
clkdlybuf4s50_1,64
clkbuf_8,3
buf_12,1
dfxtp_2,3
buf_16,1
clkdlybuf4s15_1,11
buf_2,1
mux4_2,11
logic make-up after synthesis:
| group | Yosys count |
|---|---|
| buffers and inverters | 4 |
| DFF | 16 |
| muxes | 16 |
Power and IR drop assume default switching activity.
